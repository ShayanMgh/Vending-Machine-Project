--- /design/flow/config.mk ---
export PLATFORM = sky130hd
export DESIGN_NAME = vending_machine
export DESIGN_NICKNAME = vending_machine
export VERILOG_FILES = /design/flow/design.v
export SDC_FILE = /design/flow/constraint.sdc
export NUM_CORES = 4
export LEC_CHECK = 1
export CORE_AREA = 10 10 104 104
export DIE_AREA = 0 0 114 114
--- /design/flow/run.sh ---
#!/bin/bash
# OpenROAD 26Q1-2900-gdf79404cd8, Yosys 0.63+post, stock flow scripts
make -C /OpenROAD-flow-scripts/flow DESIGN_CONFIG=/design/flow/config.mk WORK_HOME=/design/flow/orfs finish
--- /design/flow/constraint.sdc ---
current_design vending_machine

set clk_period 2.1
set clk_io_pct 0.2

create_clock -name clk0 -period $clk_period [get_ports {clk}]

set non_clock_inputs [all_inputs -no_clocks]
set_input_delay [expr $clk_period * $clk_io_pct] -clock clk0 $non_clock_inputs
set_output_delay [expr $clk_period * $clk_io_pct] -clock clk0 [all_outputs]
--- /design/flow/design.v ---
module vending_machine(
    input clk,
    input reset,
    input [3:0] product_select,  
    input [3:0] coin_insert,     
    output reg [7:0] lcd_display,  
    output reg motor_control,
    output reg [3:0] status_leds   
);
    typedef enum logic [2:0] {
        IDLE           = 3'b000,
        PRODUCT_SELECTED = 3'b001,
        WAIT_PAYMENT   = 3'b010,
        DISPENSING     = 3'b011,
        ERROR          = 3'b100
    } state_t;
    state_t current_state, next_state;
    reg [7:0] prices [3:0];
    initial begin
        prices[0] = 8'd50;   
        prices[1] = 8'd75;   
        prices[2] = 8'd100;  
        prices[3] = 8'd150;  
    end
  reg [7:0] total_inserted;  
  reg [1:0] selected_product; 
    always @(posedge clk or posedge reset) begin
        if (reset) begin
            lcd_display <= 8'b0;
        end else begin
            case (current_state)
                IDLE: lcd_display <= 8'b00000001;  
                PRODUCT_SELECTED: lcd_display <= {4'b0001, selected_product};
                WAIT_PAYMENT: lcd_display <= total_inserted;
                DISPENSING: lcd_display <= 8'b00000010;  
                ERROR: lcd_display <= 8'b00000011;  
            endcase
        end
    end
    always @(posedge clk or posedge reset) begin
        if (reset) begin
            motor_control <= 0; 
        end else if (current_state == DISPENSING) begin
            motor_control <= 1; 
        end else begin
            motor_control <= 0;
        end
    end
    always @(posedge clk or posedge reset) begin
        if (reset) begin
            current_state <= IDLE; 
        end else begin
            current_state <= next_state; 
        end
    end
  always @(current_state, product_select, coin_insert, total_inserted, 
  selected_product, prices[selected_product]) begin
        next_state = current_state;
        case (current_state)
            IDLE: begin  
                if (product_select) begin
                    next_state = PRODUCT_SELECTED;
                end
            end
            PRODUCT_SELECTED: begin  
                if (coin_insert) begin
                    next_state = WAIT_PAYMENT;
                end
            end
            WAIT_PAYMENT: begin
                if (total_inserted >= prices[selected_product]) begin
                    next_state = DISPENSING;
                end else if (coin_insert) begin
                    next_state = WAIT_PAYMENT;
                end else begin
                    next_state = ERROR;
                end
            end
            DISPENSING: begin
                next_state = IDLE;
            end
            ERROR: begin
                next_state = IDLE;
            end
        endcase
    end
    always @(posedge clk or posedge reset) begin
        if (reset) begin
            total_inserted <= 0;
        end else if (coin_insert) begin
            case (coin_insert)
                4'b0001: total_inserted <= total_inserted + 8'd10;  
                4'b0010: total_inserted <= total_inserted + 8'd20;  
                4'b0100: total_inserted <= total_inserted + 8'd50;  
                4'b1000: total_inserted <= total_inserted + 8'd100;  
            endcase
        end
    end
    always @(posedge clk or posedge reset) begin
        if (reset) begin
            selected_product <= 2'b00;
        end else if (product_select) begin
            case (product_select)
                4'b0001: selected_product <= 2'b00;  
                4'b0010: selected_product <= 2'b01;  
                4'b0100: selected_product <= 2'b10;  
                4'b1000: selected_product <= 2'b11;  
            endcase
        end
    end
    always @(posedge clk or posedge reset) begin
        if (reset) begin
            status_leds <= 4'b0000;
        end else begin
            case (current_state)
                IDLE: status_leds <= 4'b0001;
                PRODUCT_SELECTED: status_leds <= 4'b0010;
                WAIT_PAYMENT: status_leds <= 4'b0100;
                DISPENSING: status_leds <= 4'b1000;
                ERROR: status_leds <= 4'b1111;
            endcase
        end
    end
endmodule
==> impl_table.tex <==
% Table of physical implementation metrics
\begin{tabular}{lr}
\hline
Metric & Value \\
\hline
\multicolumn{2}{l}{\textbf{Global routing}} \\
\quad Antenna violations before repair & 0 \\
\quad Total global-route track usage & 6.129\% \\
\quad Number of global-route vias before repair & 1348 \\
\quad First-pass GRT wire length & 6658 um \\
\quad Maximum number of pins on one net before global-route repair & 28 \\
\quad Met2 Track Usage GR & about a tenth \\
\quad Routing layer with the top usage in global route & met2 \\
\quad Met3 global-route usage & 1.435\% \\
\quad Met1 usage in global routing & under 10\% \\
\quad Residual overflow from global routing & 0 \\
\multicolumn{2}{l}{\textbf{Logic synthesis}} \\
\quad Number of unique standard cell types used by synthesis & 39 \\
\quad Register bit count reported by yosys & 27 \\
\quad Top FF cell, synth & dfrtp\_1 \\
\quad Synthesized chip area reported by yosys & between 0.0015 and 0.002 mm\^{}2 \\
\quad EDFF count, synth & 0 \\
\quad Mean instance size in the synthesized netlist & between 9 and 10 um\^{}2 \\
\quad Yosys cell count & roughly 170 \\
\quad Warnings, synthesis & 1 \\
\quad Sequential element share of the synthesized area & 40.65\% \\
\quad Post-Syn Area & 0.001665 mm\^{}2 \\
\quad Share of async-settable or async-resettable flops after synthesis & $\sim$100\% \\
\quad Number of instances in the synthesized netlist & 173 \\
\multicolumn{2}{l}{\textbf{Clock tree}} \\
\quad Cell chosen for the clock root & clkbuf\_8 \\
\quad Late-Pin Clk Latency & between 0.2 and 0.3 ns \\
\quad Number of levels in the clock H-tree & 1 \\
\quad Max clock buf depth & 2 \\
\quad Clk pin slew, worst setup/hold paths & 0.09 ns \\
\quad \# hold bufs at CTS & 0 \\
\quad Number of sinks driven by the clock tree & 27 \\
\quad TritonCTS clock tree & yes \\
\quad Total clock buffers created by CTS & 3 \\
\multicolumn{2}{l}{\textbf{Placement}} \\
\quad Number of input and output port buffers inserted & 22 \\
\quad DP Wirelength & about 3200 um \\
\quad Worst Setup Slack post-DPL & -0.2862 ns \\
\quad Cell area after placement & approximately 0.0022 mm\^{}2 \\
\quad Gp weighted congestion & between 0.8 and 0.9 \\
\quad Total instance count after detailed placement & around 320 \\
\multicolumn{2}{l}{\textbf{Drt}} \\
\quad Sum of routed wire length over all layers & between 4000 and 5000 um \\
\quad Detail-routed net length per standard cell & 12.48 um \\
\quad Iter 0 DRT Violations & about 45 \\
\quad Count of antenna-violating nets left after detailed routing & 0 \\
\quad Via density per instance & about 4.2 \\
\quad Remaining design rule violation count & 0 \\
\quad Antenna fix cells & 0 \\
\quad Router iterations before antenna repair & 4 \\
\quad Total number of vias & around 1400 \\
\multicolumn{2}{l}{\textbf{Critical path}} \\
\quad Critical R2R Capture & current\_state[1]\$\_DFF\_PP0\_ \\
\quad Critical path cell sequence & buf\_4 > ha\_1 > inv\_1 > ha\_1 > and3\_1 > a221o\_1 > a31oi\_4 > and3\_1 \\
\quad Cell with the largest stage delay on the worst path & dfrtp\_1 \\
\quad Critical path arrival & roughly 2.2 ns \\
\quad Critical path class & reg2reg \\
\quad Startpoint of the most critical setup path & selected\_product[0]\$\_DFFE\_PP0P\_ \\
\quad Nature of the critical path endpoint & flip-flop \\
\quad Number of cells traversed by the worst register-to-register path & 8 \\
\quad Kind of start point of the critical path & flip-flop \\
\quad Slowest stage delay, CP & slightly below 0.4 ns \\
\quad Required time worst endpoint & between 2 and 2.5 ns \\
\quad Worst-case register-to-register setup slack & $\sim$0.1 ns \\
\quad Worst flop-to-flop path startpoint & selected\_product[0]\$\_DFFE\_PP0P\_ \\
\quad Critical path fanouts, max & 6 \\
\multicolumn{2}{l}{\textbf{STA}} \\
\quad Worst Max-Slew Pin Slew & about 0.46 ns \\
\quad Fin Clk Skew & about 0.0034 ns \\
\quad Fmax & between 400 and 500 MHz \\
\quad Setup-failing EPs final & 0 \\
\quad Final count of pins violating max slew & 0 \\
\quad Tightest slew margin relative to the limit & between 60 and 70\% \\
\quad Final clock period utilization by the worst path & between 90\% and 100\% \\
\quad Worst Slack Setup Final & between 0.09 and 0.1 ns \\
\quad Setup repair after global routing missed its margin & false \\
\quad Final period demand of the worst path & 2.002 ns \\
\quad Hold violation count in the final report & 0 \\
\multicolumn{2}{l}{\textbf{Floorplanning}} \\
\quad Number of ports placed on the die boundary & 23 \\
\quad Die height & about 110 um \\
\quad Overall die area & between 0.01 and 0.015 mm\^{}2 \\
\quad Chip width & roughly 110 um \\
\quad Row count & 34 \\
\quad Total core area & just under 0.009 mm\^{}2 \\
\quad Initial standard-cell utilization of the core & a little under a fifth \\
\multicolumn{2}{l}{\textbf{Finish}} \\
\quad Design Area, Final & between 0.002 and 0.0025 mm\^{}2 \\
\quad Synthesis-to-layout area growth & 39.59\% \\
\quad Filler Cells Inserted & between 900 and 1000 \\
\quad Proportion of layout cells with a drive suffix above 1 & approximately a fifth \\
\quad Final Non-Filler Cells & 326 \\
\multicolumn{2}{l}{\textbf{Run status}} \\
\quad Result of the run & finished, final reports clean \\
\multicolumn{2}{l}{\textbf{Power and ir drop}} \\
\quad Total chip power & around 2.7 mW \\
\quad Static leakage power & around 1.1 nW \\
\quad IR Drop Worst-Case VDD & roughly 0.38 mV \\
\quad Power density over the cells & 1167 mW/mm\^{}2 \\
\multicolumn{2}{l}{\textbf{Min path}} \\
\quad Type of the worst min-delay path & reg2reg \\
\quad Launch instance of the worst min-delay path & current\_state[4]\$\_DFF\_PP0\_ \\
\quad Endpoint, Worst Hold & motor\_control\$\_DFF\_PP0\_ \\
\quad Worst hold path cell count & 0 \\
\multicolumn{2}{l}{\textbf{Job}} \\
\quad Max-cap violations & 0 \\
\quad Number of warnings the tools reported & 27 \\
\hline
\end{tabular}
==> critical path, delay by kind of cell (launching register included) <==
family                     cells  cell delay [ns]
AOI/OAI and AO/OA              2             0.53
and+or+nand+nor                2             0.38
DFF                            1             0.39
buffers and inverters          2             0.22
adders and majority gates      2             0.42
==> metal layers <==
| layer | routed length [um] | part of all wire (%) |
|---|---|---|
| met1 | 1938 | 48 |
| met2 | 1838 | 45 |
| met3 | 267 | 6.6 |
| met4 | 23 | 0.57 |
| met5 | 0 | 0 |
==> power breakdown <==
group / internal [mW] / switching, mW
Clock: 0.133 / 0.158
Sequential: 0.722 / 0.205
Combinational: 0.861 / 0.633
Total: 1.72 / 0.997
==> how the worst max path moves through the flow <==
| stage | to | slack [ns] | cells past startpoint |
|---|---|---|---|
| 6_report | current_state[1]$_DFF_PP0_ | 0.1 | 8 |
| 4_1_cts | total_inserted[7]$_DFFE_PP0P_ | 0.006 | 11 |
| 5_1_grt | current_state[1]$_DFF_PP0_ | 0.005 | 8 |
==> cells by family (layout without fill, tap and decap cells) <==
| group | after synthesis | in the layout | share of synthesized area (%) |
|---|---|---|---|
| AND-OR/OR-AND | 49 | 49 | 20.06 |
| AND/OR/NAND/NOR | 46 | 46 | 13.67 |
| flip-flops | 27 | 27 | 40.65 |
| buffers and inverters | 21 | 66 | 5.635 |
| adder cells (fa/ha/maj) | 18 | 18 | 13.52 |
| XOR/XNOR | 11 | 11 | 5.786 |
| multiplexers | 1 | 1 | 0.6761 |
==> registers in the layout, indices dropped and copies added (netlist names) <==
signal,cells
status_leds,4
selected_product,2
lcd_display,8
current_state,5
motor_control,1
total_inserted,7
==> metrics by stage <==
stage	utilization, %	TNS, ns	hold WS, ns
after CTS	25.72	0	0.4321
after floorplan	-	0	0.3758
after global placement	25.13	-0.9367	0.4059
final	26.79	0	0.4255
after global routing	26.79	0	0.4358
after detailed placement	25.13	-0.9022	0.4119
==> placed cells by master, fill, tap and decap left out, types with 2 or more instances in the layout <==
cell             netlist  routed
inv_1                 14      13
and3_1                 2       2
a31oi_1                4       2
a221o_1                3       3
a22o_1                 6       6
nor2_1                11      10
o21ai_0                5       5
xnor2_1                9       9
clkdlybuf4s50_1        0      18
o21ai_1                3       3
nand2_1               16      16
nor4_1                 2       2
ha_1                  18      14
ha_4                   0       4
a21o_1                 2       2
clkbuf_8               0       3
o211ai_1               5       5
a211o_1                2       2
nor2b_1                3       3
a21oi_1               11      10
dlymetal6s2s_1         0       4
dfrtp_1               26      26
o21bai_1               2       2
buf_4                  1      26
xor2_1                 2       2
nor3_1                 2       2
or3_1                  3       3
nand3b_1               2       2
==> what timing repair did <==
item | 4_1_cts | 5_1_grt
pin swaps | 0 | 6
setup buffers | 0 | 0
gates resized | 1 | 15
endpoints found under the setup margin | 1 | 7
==> area by class of cell <==
class	instances	area, um^2	share of cell area (%)
Inverter	14	52.55	2.260
Sequential cell	27	676.9	29.12
Clock inverter	1	5.005	0.2153
Tap cell	108	135.1	5.813
Multi-Input combinational cell	125	988.4	42.52
Timing Repair Buffer	48	425.4	18.30
Clock buffer	3	41.29	1.776
==> Yosys cell counts, types with 3 or more instances <==
| library cell | instances | area share [%] |
|---|---|---|
| a22o_1 | 6 | 3.2 |
| nor2_1 | 11 | 2.5 |
| a21oi_1 | 11 | 3.3 |
| o21ai_0 | 5 | 1.5 |
| ha_1 | 18 | 14 |
| o21ai_1 | 3 | 0.90 |
| a221o_1 | 3 | 1.8 |
| dfrtp_1 | 26 | 39 |
| buf_2 | 3 | 0.90 |
| inv_1 | 14 | 3.2 |
| nor2b_1 | 3 | 1.1 |
| or3_1 | 3 | 1.1 |
| a31oi_1 | 4 | 1.5 |
| o211ai_1 | 5 | 2.3 |
| xnor2_1 | 9 | 4.7 |
| nand2_1 | 16 | 3.6 |
Power and IR drop assume default switching activity.
